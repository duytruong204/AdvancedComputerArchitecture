==> design.v <==
module mux_16to1_1bit (
    input  wire i_in0,  i_in1,  i_in2,  i_in3,     
    input  wire i_in4,  i_in5,  i_in6,  i_in7,     
    input  wire i_in8,  i_in9,  i_in10, i_in11,    
    input  wire i_in12, i_in13, i_in14, i_in15,    
    input  wire [3:0]  i_sel,                      
    output wire        o_out                        
);
    assign o_out = (~i_sel[3] & ~i_sel[2] & ~i_sel[1] & ~i_sel[0] & i_in0)  |   
                   (~i_sel[3] & ~i_sel[2] & ~i_sel[1] &  i_sel[0] & i_in1)  |   
                   (~i_sel[3] & ~i_sel[2] &  i_sel[1] & ~i_sel[0] & i_in2)  |   
                   (~i_sel[3] & ~i_sel[2] &  i_sel[1] &  i_sel[0] & i_in3)  |   
                   (~i_sel[3] &  i_sel[2] & ~i_sel[1] & ~i_sel[0] & i_in4)  |   
                   (~i_sel[3] &  i_sel[2] & ~i_sel[1] &  i_sel[0] & i_in5)  |   
                   (~i_sel[3] &  i_sel[2] &  i_sel[1] & ~i_sel[0] & i_in6)  |   
                   (~i_sel[3] &  i_sel[2] &  i_sel[1] &  i_sel[0] & i_in7)  |   
                   ( i_sel[3] & ~i_sel[2] & ~i_sel[1] & ~i_sel[0] & i_in8)  |   
                   ( i_sel[3] & ~i_sel[2] & ~i_sel[1] &  i_sel[0] & i_in9)  |   
                   ( i_sel[3] & ~i_sel[2] &  i_sel[1] & ~i_sel[0] & i_in10) |   
                   ( i_sel[3] & ~i_sel[2] &  i_sel[1] &  i_sel[0] & i_in11) |   
                   ( i_sel[3] &  i_sel[2] & ~i_sel[1] & ~i_sel[0] & i_in12) |   
                   ( i_sel[3] &  i_sel[2] & ~i_sel[1] &  i_sel[0] & i_in13) |   
                   ( i_sel[3] &  i_sel[2] &  i_sel[1] & ~i_sel[0] & i_in14) |   
                   ( i_sel[3] &  i_sel[2] &  i_sel[1] &  i_sel[0] & i_in15);    
endmodule
module mux_16to1_32bit (
	input  wire [31:0] i_in0,  i_in1,  i_in2,  i_in3,
	input  wire [31:0] i_in4,  i_in5,  i_in6,  i_in7,
	input  wire [31:0] i_in8,  i_in9,  i_in10, i_in11,
	input  wire [31:0] i_in12, i_in13, i_in14, i_in15,
	input  wire [3:0]  i_sel,            
	output wire [31:0] o_out             
);
	genvar i;
	generate
		for (i = 0; i < 32; i = i + 1) begin: mux_array
			mux_16to1_1bit mux (
				.i_in0(i_in0[i]),  .i_in1(i_in1[i]),  .i_in2(i_in2[i]),  .i_in3(i_in3[i]),
				.i_in4(i_in4[i]),  .i_in5(i_in5[i]),  .i_in6(i_in6[i]),  .i_in7(i_in7[i]),
				.i_in8(i_in8[i]),  .i_in9(i_in9[i]),  .i_in10(i_in10[i]), .i_in11(i_in11[i]),
				.i_in12(i_in12[i]), .i_in13(i_in13[i]), .i_in14(i_in14[i]), .i_in15(i_in15[i]),
				.i_sel(i_sel),
				.o_out(o_out[i])
			);
		end
	endgenerate
endmodule
module mux_2to1_1bit (
	input  wire i_in0,    
	input  wire i_in1,    
	input  wire i_sel,    
	output wire o_out     
);
	assign o_out = 	(~i_sel & i_in0) |  
					( i_sel & i_in1);   
endmodule
module mux_2to1_32bit (
	input  wire [31:0] i_in0,    
	input  wire [31:0] i_in1,    
	input  wire        i_sel,    
	output wire [31:0] o_out     
);
	genvar i;
	generate
		for(i=0; i < 32; i = i +1) begin: mux_array
           		 mux_2to1_1bit mux (
                		.i_in0(i_in0[i]),
                		.i_in1(i_in1[i]),
                		.i_sel(i_sel),
                		.o_out(o_out[i])
            		);
		end
	endgenerate
endmodule
module and_32bit(
    input wire  [31:0] i_a,        
    input wire  [31:0] i_b,        
    output wire [31:0] o_out       
);
    assign o_out = i_a & i_b;          
endmodule
module full_adder_1bit (
	input  wire i_a, 	 
	input  wire i_b, 	 
	input  wire i_carry,	 
	output wire o_sum,	 
	output wire o_carry	 
);
	wire w_xor_ab = i_a ^ i_b;
	assign o_sum 	= w_xor_ab ^ i_carry;
	assign o_carry 	= (i_a & i_b) | (i_carry & w_xor_ab);
endmodule
module full_adder_32bit (
	input  wire [31:0] 	i_a, 		 
	input  wire [31:0] 	i_b, 		 
	input  wire 		i_carry,	 
	output wire [31:0] 	o_sum,		 
	output wire 		o_carry		 
);
	wire [30:0] w_carry_chain;
	genvar i;
	generate
		for(i = 0; i < 32; i = i + 1) begin: serial_adder
			if(i == 0) begin
				full_adder_1bit adder (
					.i_a(i_a[i]), 
					.i_b(i_b[i]), 
					.i_carry(i_carry), 
					.o_sum(o_sum[i]), 
					.o_carry(w_carry_chain[i])
				);
			end else 
			if(i == 31) begin
				full_adder_1bit adder (
					.i_a(i_a[i]), 
					.i_b(i_b[i]), 
					.i_carry(w_carry_chain[i-1]), 
					.o_sum(o_sum[i]), 
					.o_carry(o_carry)
				);
			end else begin
				full_adder_1bit adder (
					.i_a(i_a[i]), 
					.i_b(i_b[i]), 
					.i_carry(w_carry_chain[i-1]), 
					.o_sum(o_sum[i]), 
					.o_carry(w_carry_chain[i])
				);
			end
		end
	endgenerate
endmodule
module or_32bit(
    input wire  [31:0] i_a,        
    input wire  [31:0] i_b,        
    output wire [31:0] o_out       
);
    assign o_out = i_a | i_b;          
endmodule
module sll_32bit (
   	input  wire [31:0] i_a,      
    input  wire [4:0]  i_b,      
    output wire [31:0] o_out     
);
    wire [31:0] w_mux1_out, w_mux2_out, w_mux3_out, w_mux4_out;
	mux_2to1_32bit mux_1 (.i_in0(i_a),        .i_in1({i_a[30:0], 		 1'b0}), .i_sel(i_b[0]), .o_out(w_mux1_out));  
    mux_2to1_32bit mux_2 (.i_in0(w_mux1_out), .i_in1({w_mux1_out[29:0],  2'b0}), .i_sel(i_b[1]), .o_out(w_mux2_out));  
    mux_2to1_32bit mux_3 (.i_in0(w_mux2_out), .i_in1({w_mux2_out[27:0],  4'b0}), .i_sel(i_b[2]), .o_out(w_mux3_out));  
    mux_2to1_32bit mux_4 (.i_in0(w_mux3_out), .i_in1({w_mux3_out[23:0],  8'b0}), .i_sel(i_b[3]), .o_out(w_mux4_out));  
    mux_2to1_32bit mux_5 (.i_in0(w_mux4_out), .i_in1({w_mux4_out[15:0], 16'b0}), .i_sel(i_b[4]), .o_out(o_out));       
endmodule
module slt_32bit (
	input wire [31:0] i_a, 	 
	input wire [31:0] i_b, 	 
	output wire 	  o_out	 
);
	wire [31:0] 	w_sub_out; 	 
	wire 		w_sign_compare;	 
	full_adder_32bit sub (
		.i_a(i_a),
		.i_b(~i_b),
		.i_carry(1'b1),
		.o_sum(w_sub_out),
		.o_carry()
	);
    assign w_sign_compare = i_a[31] ^ i_b[31];
	assign o_out = (w_sign_compare &  i_a[31]) | (~w_sign_compare & w_sub_out[31]);
endmodule
module sltu_32bit (
	input  wire [31:0] i_a,     
	input  wire [31:0] i_b,     
	output wire        o_out    
);
	wire w_carry_out;  
	full_adder_32bit sub (
		.i_a(i_a),
		.i_b(~i_b),
		.i_carry(1'b1),
		.o_sum(),
		.o_carry(w_carry_out)
	);
	assign o_out = ~w_carry_out;
endmodule
module sra_32bit (
    input  wire [31:0] i_a,      
    input  wire [4:0]  i_b,      
    output wire [31:0] o_out     
);
    wire [31:0] w_mux1_out, w_mux2_out, w_mux3_out, w_mux4_out;
    mux_2to1_32bit mux_1 (.i_in0(i_a),        .i_in1({i_a[31],        		i_a[31:1]}),        .i_sel(i_b[0]), .o_out(w_mux1_out));    
    mux_2to1_32bit mux_2 (.i_in0(w_mux1_out), .i_in1({{2{w_mux1_out[31]}}, 	w_mux1_out[31:2]}), .i_sel(i_b[1]), .o_out(w_mux2_out));    
    mux_2to1_32bit mux_3 (.i_in0(w_mux2_out), .i_in1({{4{w_mux2_out[31]}}, 	w_mux2_out[31:4]}), .i_sel(i_b[2]), .o_out(w_mux3_out));    
    mux_2to1_32bit mux_4 (.i_in0(w_mux3_out), .i_in1({{8{w_mux3_out[31]}}, 	w_mux3_out[31:8]}), .i_sel(i_b[3]), .o_out(w_mux4_out));    
    mux_2to1_32bit mux_5 (.i_in0(w_mux4_out), .i_in1({{16{w_mux4_out[31]}}, w_mux4_out[31:16]}),.i_sel(i_b[4]), .o_out(o_out));         
endmodule
module srl_32bit (
    input  wire [31:0] i_a,      
    input  wire [4:0]  i_b,      
    output wire [31:0] o_out     
);
    wire [31:0] w_mux1_out, w_mux2_out, w_mux3_out, w_mux4_out;
    mux_2to1_32bit mux_1 (.i_in0(i_a),        .i_in1({1'b0, i_a[31:1]}),        .i_sel(i_b[0]), .o_out(w_mux1_out));   
    mux_2to1_32bit mux_2 (.i_in0(w_mux1_out), .i_in1({2'b0, w_mux1_out[31:2]}), .i_sel(i_b[1]), .o_out(w_mux2_out));   
    mux_2to1_32bit mux_3 (.i_in0(w_mux2_out), .i_in1({4'b0, w_mux2_out[31:4]}), .i_sel(i_b[2]), .o_out(w_mux3_out));   
    mux_2to1_32bit mux_4 (.i_in0(w_mux3_out), .i_in1({8'b0, w_mux3_out[31:8]}), .i_sel(i_b[3]), .o_out(w_mux4_out));   
    mux_2to1_32bit mux_5 (.i_in0(w_mux4_out), .i_in1({16'b0,w_mux4_out[31:16]}),.i_sel(i_b[4]), .o_out(o_out));        
endmodule
module xor_32bit(
    input wire  [31:0] i_a,      
    input wire  [31:0] i_b,      
    output wire [31:0] o_out     
);
    assign o_out = i_a ^ i_b;   
endmodule
module alu (
	input  wire [31:0] i_op_a, 		 
	input  wire [31:0] i_op_b, 		 
	input  wire [3:0]  i_alu_op, 	 
	output wire [31:0] o_alu_data 	 
);
	wire  [31:0]	w_add_result, w_sub_result;
	wire			w_slt_result_1bit, w_sltu_result_1bit;
	wire  [31:0] 	w_slt_result, w_sltu_result;
	wire  [31:0] 	w_xor_result, w_or_result, w_and_result;
	wire  [31:0] 	w_sll_result, w_srl_result, w_sra_result;
	full_adder_32bit add(
		.i_a(i_op_a),
		.i_b(i_op_b),
		.i_carry(1'b0),
		.o_sum(w_add_result),
		.o_carry()
	);
	full_adder_32bit sub(
		.i_a(i_op_a),
		.i_b(~i_op_b),
		.i_carry(1'b1),
		.o_sum(w_sub_result),
		.o_carry()
	);
	slt_32bit slt_32bit(
		.i_a(i_op_a),
		.i_b(i_op_b),
		.o_out(w_slt_result_1bit)
	);
	assign w_slt_result = {31'b0, w_slt_result_1bit};
	sltu_32bit 	sltu_32bit(
		.i_a(i_op_a),
		.i_b(i_op_b),
		.o_out(w_sltu_result_1bit)
	);
	assign w_sltu_result = {31'b0, w_sltu_result_1bit};
	xor_32bit xor_32bit (
		.i_a(i_op_a), 
		.i_b(i_op_b), 
		.o_out(w_xor_result)
	);
	or_32bit or_32bit (
		.i_a(i_op_a), 
		.i_b(i_op_b), 
		.o_out(w_or_result)
	);
	and_32bit and_32bit (
		.i_a(i_op_a), 
		.i_b(i_op_b), 
		.o_out(w_and_result)
	);
	sll_32bit sll_32bit (
		.i_a(i_op_a), 
		.i_b(i_op_b[4:0]), 
		.o_out(w_sll_result)
	);
	srl_32bit srl_32bit (
		.i_a(i_op_a),
		.i_b(i_op_b[4:0]),
		.o_out(w_srl_result)
	);
	sra_32bit sra_32bit(
		.i_a(i_op_a),
		.i_b(i_op_b[4:0]),
		.o_out(w_sra_result)
	);
	mux_16to1_32bit mux_16to1(  
		.i_in0(w_add_result), 	 
		.i_in1(w_sll_result), 	 
		.i_in2(w_slt_result), 	 
		.i_in3(w_sltu_result),	 
		.i_in4(w_xor_result), 	 
		.i_in5(w_srl_result),  	 
		.i_in6(w_or_result), 	 
		.i_in7(w_and_result), 	 
		.i_in8(w_sub_result), 	 
		.i_in9(32'b0), 			 
		.i_in10(32'b0),			 
		.i_in11(32'b0),			 
		.i_in12(32'b0),			 
		.i_in13(w_sra_result),	 
		.i_in14(32'b0), 		 
		.i_in15(i_op_b),  		 
		.i_sel(i_alu_op), 
		.o_out(o_alu_data)
	);
endmodule
==> run.sh <==
#!/bin/bash
# OpenROAD 26Q1-2900-gdf79404cd8, Yosys 0.63+post, stock flow scripts
make -C /OpenROAD-flow-scripts/flow DESIGN_CONFIG=/design/flow/config.mk WORK_HOME=/design/flow/orfs finish
==> config.mk <==
export PLATFORM = sky130hd
export DESIGN_NAME = alu
export DESIGN_NICKNAME = alu
export VERILOG_FILES = /design/flow/design.v
export SDC_FILE = /design/flow/constraint.sdc
export NUM_CORES = 4
export LEC_CHECK = 1
export CORE_UTILIZATION = 50
==> constraint.sdc <==
current_design alu

set clk_period 18.5
set clk_io_pct 0.2

create_clock -name clk0 -period $clk_period

set non_clock_inputs [all_inputs -no_clocks]
set_input_delay [expr $clk_period * $clk_io_pct] -clock clk0 $non_clock_inputs
set_output_delay [expr $clk_period * $clk_io_pct] -clock clk0 [all_outputs]
==> impl_metrics.yaml <==
# physical design summary
final_timing:
  max_clock_freq_mhz: 51.67
  cycle_use_final_pct: 104.6
  report.final.slew_viol_count: 0
  finalSetupTns_ns: -2.742
  setup_viol_count_final: 5
  final_period_minus_worst_setup_slack_ns: 19.35
  setup_repair_after_global_routing_missed_its_margin: "true"
  hold-worst-slack_ns: 8.096
  max-slew-margin-rel_pct: 25.95
  tightest_slew_ns: 1.109
  layout_setup_ws_ns: -0.8542
  hold_violations: 0
synthesis:
  ys_seq_share_pct: 0
  yosys.stat.chipArea_sq_mm: 0.008496
  ys_cells: 1028
  cell_types_occupying_the_most_area_after_synthesis: "sky130_fd_sc_hd__mux4_2 19%, sky130_fd_sc_hd__fa_1 15%, sky130_fd_sc_hd__ha_1 9.7%, sky130_fd_sc_hd__mux2i_1 5.3%, sky130_fd_sc_hd__nand2_1 4.4%"
  synthesis.area_sq_mm: 0.008496
  netlist-cell-type-count: 65
  postSynthCellCount: 1028
  syn_avg_cell_area_sq_um: 8.264
  yosys.area.top_type_share_pct: 19.09
  ys.warnings.count: 0
  dominant_cell_type_by_area_after_synthesis: "sky130_fd_sc_hd__mux4_2"
cells_and_area:
  filler_cell_count: 1395
  final-instance-count-excl-fill: 1290
  lay_top_count: "sky130_fd_sc_hd__nand2_1"
  final_core_utilization_pct: 59.68
  clkbuf_count: 0
  seq_area_sq_um: 0
  syn2layout_area_growth_pct: 16.49
  logic_area_sq_mm: 0.007801
  most-common-layout-cells: "99 x sky130_fd_sc_hd__nand2_1, 92 x sky130_fd_sc_hd__nor2_1, 85 x sky130_fd_sc_hd__clkdlybuf4s50_1"
  final_layout_size_suffix_gt1_share_pct: 25.33
  nFlopsAndLatches: 0
power_and_ir_drop:
  p_comb_share_pct: 100.0
  power_switching_share_pct: 57.00
  cellInternalPower_uw: 124.0
  ir_drop_mv: 0.02790
  clkPwrFrac_pct: 0
  cellPowerDensity_mw_per_mm2: 29.14
  p_seq_share_pct: 0
  power.net_switching_uw: 164.4
  p_leak_nw: 3.910
global_routing:
  grtUsageTotal_pct: 49.89
  grt_antenna_before_repair: 1
  grtUsageMet1_pct: 63.47
  groute.layer.met2.usage_pct: 71.26
  maximum_number_of_pins_on_one_net_before_global_route_repair: 60
  first_global_vias: 9455
  total_overflow_reported_by_the_global_router: 0
  layer_with_the_highest_usage: "met2"
  first_pass_grt_wire_length_um: 60920
  met3_track_utilization_from_global_routing_pct: 25.80
setup_path:
  slowest_delay_ns: 0.40
  critical_path.slowest_cell: "sky130_fd_sc_hd__fa_2"
  worstPathArrival_ns: 15.65
  worst-path-buf-inv: 8
  required_ns: 14.80
  cpLargestDelayFamily: "adder cells"
  cp_launch_type: "input pin"
  cp.depth: 43
  highest_fanout_seen_on_the_critical_path: 3
  worst-setup-path-type: "in2out"
  critPathCaptureType: "output port"
  critPathMostFrequentCell: "sky130_fd_sc_hd__fa_2"
drt:
  ant_nets: 0
  dr.first_iter.drc_count: 1038
  drt-wirelength-per-cell_um: 31.73
  n_antenna_cell: 0
  drt_drc_violations_left: 0
  finalWirelength_um: 40940
  drt_pre_antenna_iters: 5
  via_count_normalized_by_instance_count: 7.282
  routed-via-count: 9394
hold_path:
  min_path_cells: 6
  holdCritPathClass: "in2out"
outcome:
  result_of_the_run: "finished, violations left"
  violations: "setup timing"
place:
  place.detailed.hpwl_um: 31210
  post-place-ws_ns: -1.617
  place_inst: 1287
  placement.io_buffers: 100
  routabilityCongestion: 1.074
run:
  warnings: 70
  maxCapViolations: 0
floorplan:
  row_count: 47
  fp.coreArea_sq_mm: 0.01658
  overall_die_area_sq_mm: 0.01752
  chipWidth_um: 132.4
  die_h_um: 132.4
  io_pins: 100
  floorplan.core_util_pct: 51.23
==> layer usage <==
metal  vias to the layer above  routed length [um]
met5                         -                  63
met4                         2                2688
met3                       188                6659
met2                       837               17290
met1                      4508               14230
li1                       3859                   -
==> cells in the mapped netlist (21+ instances only) <==
cell                       instances
sky130_fd_sc_hd__nand2_1          99
sky130_fd_sc_hd__nor2_1           93
sky130_fd_sc_hd__inv_1            77
sky130_fd_sc_hd__mux4_2           72
sky130_fd_sc_hd__ha_1             66
sky130_fd_sc_hd__fa_1             62
sky130_fd_sc_hd__clkbuf_1         53
sky130_fd_sc_hd__mux2i_1          45
sky130_fd_sc_hd__o21ai_0          43
sky130_fd_sc_hd__a21oi_1          40
sky130_fd_sc_hd__buf_4            37
sky130_fd_sc_hd__buf_2            33
sky130_fd_sc_hd__nand3_1          29
sky130_fd_sc_hd__nor3_1           27
sky130_fd_sc_hd__mux2_2           21
==> through the flow <==
stage / power [mW] / area (sq um)
2_1_floorplan: 0.1692 / 8667
3_3_place_gp: 0.2685 / 9741
3_5_place_dp: 0.2719 / 9741
4_1_cts: 0.2767 / 9826
5_1_grt: 0.3072 / 9897
6_report: 0.2884 / 9897
==> area by class of cell <==
class	count	share of cell area, %
Tap cell	220	2.781
Multi-Input combinational cell	819	78.82
Inverter	78	3.009
Timing Repair Buffer	173	15.39
==> cell families after synthesis <==
| kind of cell | after synthesis | share of synthesized area, % |
|---|---|---|
| XOR/XNOR | 1 | 0.1031 |
| AND-OR/OR-AND | 224 | 18.51 |
| buffers and inverters | 209 | 11.44 |
| adder cells (fa/ha/maj) | 128 | 24.33 |
| multiplexers | 139 | 27.44 |
| AND/OR/NAND/NOR | 327 | 18.17 |
==> worst min-delay path: cells and delay by family <==
family / cells / cell delay (ns)
simple gates: 3 / 0.32
buf+inv: 3 / 0.37
==> path summary, 6_finish.rpt <==
check,start,to,slack [ns]
max,i_op_a[0],o_alu_data[0],-0.85
min,i_op_b[3],o_alu_data[28],8.10
==> what timing repair did <==
item,CTS,global route
pin swaps,3,7
setup buffers,1,2
hold buffers,0,0
gates resized,37,23
setup endpoints to repair,8,6
==> power groups by stage <==
stage	Sequential [mW]	Clock, mW	Combinational [mW]
4_1_cts	0	0	0.277
5_1_grt	0	0	0.307
6_report	0	0	0.288
No activity file was given, so power comes from the tool's default toggle rates.
