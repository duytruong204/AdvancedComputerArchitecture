`config.mk`:
```
export PLATFORM = sky130hd
export DESIGN_NAME = imm_gen
export DESIGN_NICKNAME = imm_gen
export VERILOG_FILES = /design/flow/design.v
export SDC_FILE = /design/flow/constraint.sdc
export NUM_CORES = 4
export LEC_CHECK = 1
export CORE_AREA = 10 10 70 70
export DIE_AREA = 0 0 80 80
```
`constraint.sdc`:
```
current_design imm_gen

set clk_period 3.1
set clk_io_pct 0.2

create_clock -name clk0 -period $clk_period

set non_clock_inputs [all_inputs -no_clocks]
set_input_delay [expr $clk_period * $clk_io_pct] -clock clk0 $non_clock_inputs
set_output_delay [expr $clk_period * $clk_io_pct] -clock clk0 [all_outputs]
```
`design.v`:
```
module mux_2to1_1bit (
	input  wire i_in0,    
	input  wire i_in1,    
	input  wire i_sel,    
	output wire o_out     
);
	assign o_out = 	(~i_sel & i_in0) |  
					( i_sel & i_in1);   
endmodule
module mux_2to1_32bit (
	input  wire [31:0] i_in0,    
	input  wire [31:0] i_in1,    
	input  wire        i_sel,    
	output wire [31:0] o_out     
);
	genvar i;
	generate
		for(i=0; i < 32; i = i +1) begin: mux_array
           		 mux_2to1_1bit mux (
                		.i_in0(i_in0[i]),
                		.i_in1(i_in1[i]),
                		.i_sel(i_sel),
                		.o_out(o_out[i])
            		);
		end
	endgenerate
endmodule
module imm_gen(
	input  wire [31:7] i_inst,
	input  wire [4:0]  i_imm_sel,
	output wire [31:0] o_imm
);
	wire [31:0] w_mux1_out, w_mux2_out, w_mux3_out, w_mux4_out;
	wire [31:0] w_imm_i_type;
	wire [31:0] w_imm_s_type;
	wire [31:0] w_imm_b_type;
	wire [31:0] w_imm_uj_type;
	wire [31:0] w_imm_u_type;
	wire w_u_type_sel, w_uj_type_sel, w_b_type_sel, w_s_type_sel, w_i_type_sel;
	assign {w_u_type_sel, w_uj_type_sel, w_b_type_sel, w_s_type_sel, w_i_type_sel} = i_imm_sel;
	assign w_imm_i_type =  {{20{i_inst[31]}}, i_inst[31:20]};
	assign w_imm_s_type =  {{20{i_inst[31]}}, i_inst[31:25], i_inst[11:7]};
	assign w_imm_b_type =  {{19{i_inst[31]}}, i_inst[31], i_inst[7], i_inst[30:25], i_inst[11:8], 1'b0};
	assign w_imm_uj_type = {{11{i_inst[31]}}, i_inst[31], i_inst[19:12], i_inst[20], i_inst[30:21], 1'b0};
	assign w_imm_u_type  = {i_inst[31:12], 12'b0};
	mux_2to1_32bit mux1(
		.i_in0(32'b0), 
		.i_in1(w_imm_i_type),
		.i_sel(w_i_type_sel),
		.o_out(w_mux1_out)
	);
	mux_2to1_32bit mux2(
		.i_in0(w_mux1_out), 
		.i_in1(w_imm_s_type),
		.i_sel(w_s_type_sel),
		.o_out(w_mux2_out)
	);
	mux_2to1_32bit mux3(
		.i_in0(w_mux2_out), 
		.i_in1(w_imm_b_type),
		.i_sel(w_b_type_sel),
		.o_out(w_mux3_out)
	);
	mux_2to1_32bit mux4(
		.i_in0(w_mux3_out), 
		.i_in1(w_imm_uj_type),
		.i_sel(w_uj_type_sel),
		.o_out(w_mux4_out)
	);
	mux_2to1_32bit mux5(
		.i_in0(w_mux4_out), 
		.i_in1(w_imm_u_type),
		.i_sel(w_u_type_sel),
		.o_out(o_imm)
	);
endmodule
```
`run.sh`:
```
#!/bin/bash
# OpenROAD 26Q1-2900-gdf79404cd8, Yosys 0.63+post, stock flow scripts
make -C /OpenROAD-flow-scripts/flow DESIGN_CONFIG=/design/flow/config.mk WORK_HOME=/design/flow/orfs finish
```
==> qor.yml <==
outcome:
  status: "completed"
job:
  cap_violations: 0
  warnings: 32
power_and_ir_drop:
  p_sw_uw: 45.0
  total_power_uw: 153
  p_sw_share_pct: 29.4
  p_comb_share_pct: 100.0
  power.internal_uw: 108
  power_frac_seq_pct: 0
  pwr-share-clk_pct: 0
  leakage_nw: 0.495
  powerDensity_mw_per_mm2: 138
  peakVddDrop_mv: 0.0478
placed_design:
  dp.cells: 171
  placed_cell_area_sq_mm: 0.00111
  port-buffer-count: 62
  place_ws_ns: 0.177
  gp_congestion: 0.845
  post-dp-hpwl_um: 2140
clocking:
  cts.repair.resized: 0
  holdBufCountCts: 0
  postCtsSetupRepairBufs: 0
synth:
  yosys_area_sq_um: 681
  yosysUniqueCellTypes: 23
  synth_top_area_share_pct: 36.4
  yosysSeqAreaShare_pct: 0
  ys_warn_count: 0
  syn-mean-instance-area_sq_um: 7.16
  syn_inst: 95
  yosys_cells: 95
  area_leaders: "buf_4 (36%), a21o_1 (21%), and2_1 (5.5%)"
  syn_area_sq_um: 681
  synth_area_leader_cell: "buf_4"
critical_path:
  worstSetupPathType: "input pin to output pin"
  worstPathMaxFanout: 7
  startpoint_type: "input pin"
  worstPathRequired_ns: 2.48
  cp-end-kind: "output pin"
  crit_arrival_ns: 2.30
sta:
  setup_viol: 0
  whs_ns: 2.15
  maxSlewViolCount: 0
  worst_slack_ns: 0.182
  relSlewSlack_pct: 78.5
  max_freq_ghz: 0.343
  tightest_slew_ns: 0.322
  post-route-period-util_pct: 94.1
  rsz0062_at_grt: "no"
  tns_ns: 0
  period_needed_ns: 2.92
  hold_violations: 0
worst_hold_path:
  hold_path_class: "input pin to output pin"
cells_and_area:
  ff_count: 0
  nClkBuffers: 0
  syn2layout_area_growth_pct: 63.2
  layout_top_cells: "clkdlybuf4s50_1 (62), a21o_1 (19), and2_1 (6), a21oi_1 (6), buf_4 (5)"
  layout.cells.non_filler: 171
  final_cell_area_sq_mm: 0.00111
  regArea_sq_um: 0
  mostFrequentLayoutCell: "clkdlybuf4s50_1"
  final_util_pct: 32.5
  drive_above_1_share_pct: 11.2
die:
  floorplan.io_pins: 62
  die_h_um: 80
  fp_util_pct: 19.9
  core_sq_mm: 0.00342
  rows: 21
  chipArea_sq_mm: 0.00640
  fp.dieW_um: 80
routing:
  diodes: 0
  drc: 0
  wire_per_inst_um: 14.2
  first_pass_iters: 3
  post_drt_via_cell_ratio: 3.90
  drt.antenna.violating_nets: 0
  wirelength_um: 2430
  drtIter0Drc: 12
  num_vias: 667
global_route:
  antenna_found_initial: 0
  first_global_vias: 720
  grt_start_max_net_pins: 10
  grt_usage_pct: 6.93
  grt_pass1_wl_um: 3640
  grt_overflow: 0
[worst max-delay path, cell delays in order]
cell             delay [ns]
clkdlybuf4s50_1        0.53
nand2b_1               0.26
a21oi_2                0.15
buf_4                  0.17
a21o_1                 0.11
clkdlybuf4s50_1        0.46
[cell usage after synthesis, types with 2 or more instances]
| cell type | count |
|---|---|
| nand3_1 | 4 |
| a21oi_1 | 6 |
| a21o_1 | 19 |
| buf_4 | 33 |
| nor2_1 | 2 |
| or2_1 | 2 |
| nor3_2 | 2 |
| and2_1 | 6 |
| a21oi_2 | 2 |
| nand2_1 | 4 |
| buf_6 | 3 |
[path summary, 6_finish.rpt]
kind         start   endpoint  slack (ns)  cells after the start
min     i_inst[11]   o_imm[4]        2.15                      4
max   i_imm_sel[4]  o_imm[27]        0.18                      6
[cell type report]
class	instances	area [sq um]
well taps	46	57.6
inverters	1	3.75
multi-input cells	57	392
fillers	370	2300
repair buffers	67	658
[per-layer routing]
metal | up-vias | wire length [um] | track usage (%)
met1 | 288 | 1060 | 8.84
met2 | 26 | 1140 | 11.6
met3 | 0 | 226 | 2.39
met5 | - | 0 | 0
li1 | 353 | - | -
met4 | 0 | 0 | 0
[power groups by stage]
stage	sequential, mW	clock [mW]	combinational (mW)
final	0	0	0.153
after global routing	0	0	0.168
after CTS	0	0	0.157
[cells by family (layout without fill, tap and decap cells)]
family | count (synthesis) | after routing | share of synthesized area [%]
AND/OR/NAND/NOR | 25 | 25 | 23.0
buffers and inverters | 38 | 68 | 42.5
AND-OR/OR-AND | 32 | 32 | 34.6
Power figures rest on the tool's default switching activity, not on a simulated workload.
